--- flow/config.mk ---
export PLATFORM = sky130hd
export DESIGN_NAME = adder_top
export DESIGN_NICKNAME = adder_top
export VERILOG_FILES = /design/flow/design.v
export SDC_FILE = /design/flow/constraint.sdc
export NUM_CORES = 4
export LEC_CHECK = 1
export CORE_UTILIZATION = 50
--- flow/constraint.sdc ---
current_design adder_top

set clk_period 10.1
set clk_io_pct 0.2

create_clock -name clk0 -period $clk_period [get_ports {clk}]

set non_clock_inputs [all_inputs -no_clocks]
set_input_delay [expr $clk_period * $clk_io_pct] -clock clk0 $non_clock_inputs
set_output_delay [expr $clk_period * $clk_io_pct] -clock clk0 [all_outputs]
--- flow/design.v ---
module full_adder (
    a,
    b,
    c_in,
    sum,
    c_out
);
  input a;
  input b;
  input c_in;
  output sum;
  output c_out;
  assign sum = a ^ b ^ c_in;
  assign c_out = (a & b) | (c_in & (a ^ b));
endmodule
module adder_top (
    clk      ,
    rst_n    ,
    a_in     ,
    b_in     ,
    carry_in ,
    sum_out  ,
    carry_out
);
  input         clk       ;
  input         rst_n     ;
  input  [15:0] a_in      ;
  input  [15:0] b_in      ;
  input         carry_in  ;
  output [15:0] sum_out   ;
  output        carry_out ;
  reg [15:0] a_reg;
  reg [15:0] b_reg;
  reg        c_in_reg;
  reg [15:0] sum_reg;
  reg        c_out_reg;
  wire [15:0] carry;
  wire [15:0] sum;
  wire [15:0] rca_sum_w;
  wire rca_carry_w;
  always @(posedge clk or negedge rst_n)
  begin
    if (!rst_n) begin
      a_reg <= 16'd0;
      b_reg <= 16'd0;
      c_in_reg <= 1'b0;
    end
    else begin
      a_reg <= #0.1 a_in;
      b_reg <= #0.1 b_in;
      c_in_reg <= #0.1 carry_in;
    end
  end
    ripple_carry_adder_16 u_rca16(
        .clk      (clk),
        .rst_n    (rst_n),
        .a_in     (a_reg),
        .b_in     (b_reg),
        .carry_in (c_in_reg),
        .sum_out  (rca_sum_w),
        .carry_out(rca_carry_w)
    );
    reg [15:0] a_reg_d;
    reg [15:0] b_reg_d;
    always @(posedge clk or negedge rst_n)
        begin
        if (!rst_n) begin
            a_reg_d <= 'd0;
            b_reg_d <= 'd0;
        end
        else begin
            a_reg_d <= a_reg;
            b_reg_d <= b_reg;
        end
    end
    wire [15:0] cla_sum;
    wire        cla_carry_out;
    carry_lookahead_adder_16 u1_cla16 (
        .clk      (clk),
        .rst_n    (rst_n),
        .a_in     (rca_sum_w),
        .b_in     (a_reg_d),
        .carry_in (rca_carry_w),
        .sum_out  (cla_sum),
        .carry_out(cla_carry_out)
    );
    reg [15:0] b_reg_d2;
    always @(posedge clk or negedge rst_n)
    begin
        if (!rst_n) begin
            b_reg_d2 <= 'd0;
        end
        else begin
            b_reg_d2 <= b_reg_d;
        end
    end
    wire [15:0] cla_sum2;
    wire cla_carry_out2;
    carry_lookahead_adder_16 u2_cla16 (
        .clk      (clk),
        .rst_n    (rst_n),
        .a_in     (cla_sum),
        .b_in     (b_reg_d2),
        .carry_in (cla_carry_out),
        .sum_out  (cla_sum2),
        .carry_out(cla_carry_out2)
    );
    assign sum_out = cla_sum2;
    assign carry_out = cla_carry_out2;
endmodule
module carry_lookahead_adder_16 (
    clk      ,
    rst_n    ,
    a_in     ,
    b_in     ,
    carry_in ,
    sum_out  ,
    carry_out
);
  input         clk;
  input         rst_n;
  input  [15:0] a_in      ;
  input  [15:0] b_in      ;
  input         carry_in  ;
  output reg [15:0] sum_out   ;
  output reg        carry_out ;
  wire [3:0] pg;
  wire [3:0] gg;
  wire [3:0] carry_gen;
  wire [15:0] sum;
  cla_4bit u0_cla_4bit(.a_in(a_in[ 3: 0]), .b_in(b_in[ 3: 0]), .carry_in(carry_in    ), .pg_out(pg[0]), .gg_out(gg[0]), .sum_out(sum[ 3: 0]), .carry_out());
  cla_4bit u1_cla_4bit(.a_in(a_in[ 7: 4]), .b_in(b_in[ 7: 4]), .carry_in(carry_gen[0]), .pg_out(pg[1]), .gg_out(gg[1]), .sum_out(sum[ 7: 4]), .carry_out());
  cla_4bit u2_cla_4bit(.a_in(a_in[11: 8]), .b_in(b_in[11: 8]), .carry_in(carry_gen[1]), .pg_out(pg[2]), .gg_out(gg[2]), .sum_out(sum[11: 8]), .carry_out());
  cla_4bit u3_cla_4bit(.a_in(a_in[15:12]), .b_in(b_in[15:12]), .carry_in(carry_gen[2]), .pg_out(pg[3]), .gg_out(gg[3]), .sum_out(sum[15:12]), .carry_out());
  cla_logic u4_cla_logic(.p(pg), .g(gg), .c_in(carry_in), .pg(), .gg(), .c_out(carry_gen));
  always @(posedge clk or negedge rst_n)
  begin
    if (!rst_n) begin
      sum_out <= 'd0;
      carry_out <= 'd0;
    end
    else begin
      sum_out <= sum;
      carry_out <= carry_gen[3];
    end
  end
endmodule
module cla_4bit (
    a_in     ,
    b_in     ,
    carry_in ,
    pg_out   ,
    gg_out   ,
    sum_out  ,
    carry_out
);
  input  [3:0] a_in      ;
  input  [3:0] b_in      ;
  input        carry_in  ;
  output       pg_out    ;
  output       gg_out    ;
  output [3:0] sum_out   ;
  output       carry_out ;
  wire [3:0] p;
  wire [3:0] g;
  wire [3:0] carry_gen;
  assign p = a_in ^ b_in;
  assign g = a_in & b_in;
  cla_logic u4_cla_logic_bit(.p(p), .g(g), .c_in(carry_in), .pg(pg_out), .gg(gg_out), .c_out(carry_gen));
  assign sum_out[0]  = p[0] ^ carry_in;
  assign sum_out[1]  = p[1] ^ carry_gen[0];
  assign sum_out[2]  = p[2] ^ carry_gen[1];
  assign sum_out[3]  = p[3] ^ carry_gen[2];
  assign carry_out = carry_gen[3];
endmodule
module cla_logic (
    p        ,
    g        ,
    c_in     ,
    pg       ,
    gg       ,
    c_out
);
  input  [3:0] p    ;
  input  [3:0] g    ;
  input        c_in ;
  output       pg   ;
  output       gg   ;
  output [3:0] c_out;
  assign pg = &p;
  assign gg = g[3] | (p[3] & g[2]) | (p[3] & p[2] & g[1]) | (p[3] & p[2] & p[1] & g[0]);
  assign c_out[0]    = g[0] | (p[0] & c_in);
  assign c_out[1]    = g[1] | (p[1] & g[0]) | (p[1] & p[0] & c_in);
  assign c_out[2]    = g[2] | (p[2] & g[1]) | (p[2] & p[1] & g[0]) | (p[2] & p[1] & p[0] & c_in);
  assign c_out[3]    = g[3] | (p[3] & g[2]) | (p[3] & p[2] & g[1]) | (p[3] & p[2] & p[1] & g[0]) | (p[3] & p[2] & p[1] & p[0] & c_in);
endmodule
module ripple_carry_adder_16 (
    clk,
    rst_n,
    a_in     ,
    b_in     ,
    carry_in ,
    sum_out  ,
    carry_out
);
  input         clk;
  input         rst_n;
  input  [15:0] a_in      ;
  input  [15:0] b_in      ;
  input         carry_in  ;
  output reg [15:0] sum_out   ;
  output reg        carry_out ;
  wire [15:0] carry;
  wire [15:0] sum;
  full_adder u0 (.a(a_in[0]),  .b(b_in[0]),  .c_in(carry_in),  .sum(sum[0]),  .c_out(carry[0]));
  full_adder u1 (.a(a_in[1]),  .b(b_in[1]),  .c_in(carry[0]),  .sum(sum[1]),  .c_out(carry[1]));
  full_adder u2 (.a(a_in[2]),  .b(b_in[2]),  .c_in(carry[1]),  .sum(sum[2]),  .c_out(carry[2]));
  full_adder u3 (.a(a_in[3]),  .b(b_in[3]),  .c_in(carry[2]),  .sum(sum[3]),  .c_out(carry[3]));
  full_adder u4 (.a(a_in[4]),  .b(b_in[4]),  .c_in(carry[3]),  .sum(sum[4]),  .c_out(carry[4]));
  full_adder u5 (.a(a_in[5]),  .b(b_in[5]),  .c_in(carry[4]),  .sum(sum[5]),  .c_out(carry[5]));
  full_adder u6 (.a(a_in[6]),  .b(b_in[6]),  .c_in(carry[5]),  .sum(sum[6]),  .c_out(carry[6]));
  full_adder u7 (.a(a_in[7]),  .b(b_in[7]),  .c_in(carry[6]),  .sum(sum[7]),  .c_out(carry[7]));
  full_adder u8 (.a(a_in[8]),  .b(b_in[8]),  .c_in(carry[7]),  .sum(sum[8]),  .c_out(carry[8]));
  full_adder u9 (.a(a_in[9]),  .b(b_in[9]),  .c_in(carry[8]),  .sum(sum[9]),  .c_out(carry[9]));
  full_adder u10(.a(a_in[10]), .b(b_in[10]), .c_in(carry[9]),  .sum(sum[10]), .c_out(carry[10]));
  full_adder u11(.a(a_in[11]), .b(b_in[11]), .c_in(carry[10]), .sum(sum[11]), .c_out(carry[11]));
  full_adder u12(.a(a_in[12]), .b(b_in[12]), .c_in(carry[11]), .sum(sum[12]), .c_out(carry[12]));
  full_adder u13(.a(a_in[13]), .b(b_in[13]), .c_in(carry[12]), .sum(sum[13]), .c_out(carry[13]));
  full_adder u14(.a(a_in[14]), .b(b_in[14]), .c_in(carry[13]), .sum(sum[14]), .c_out(carry[14]));
  full_adder u15(.a(a_in[15]), .b(b_in[15]), .c_in(carry[14]), .sum(sum[15]), .c_out(carry[15]));
  always @(posedge clk or negedge rst_n)
  begin
    if (!rst_n) begin
      sum_out <= 'd0;
      carry_out <= 'd0;
    end
    else begin
      sum_out <= sum;
      carry_out <= carry[15];
    end
  end
endmodule
--- flow/run.sh ---
#!/bin/bash
# OpenROAD 26Q1-2900-gdf79404cd8, Yosys 0.63+post, stock flow scripts
make -C /OpenROAD-flow-scripts/flow DESIGN_CONFIG=/design/flow/config.mk WORK_HOME=/design/flow/orfs finish
==> run notes <==
### Pwr
• Comb pwr share: 22.9%
• part of the total power dissipated in sequential elements: 38.0%
• cell internal pwr: 1.32 mW
• reported net switching power: 0.445 mW
• Sw Share: 25.2%
• total power per unit cell area: 275 nW/um^2
• standby leakage power: 2.97 nW
• clock share of power: 39.1%
• largest voltage drop on the vdd net: 0.158 mV

### Clock tree
• clock root buffer: clkbuf_8
• H-tree levels: 4
• Num CTS Buffers: 17
• clock transition time at the flip-flop clock pins of the worst setup and hold paths: 0.06 ns
• CTS Hold Bufs: 0
• TritonCTS Sinks: 132
• Clock Latency Late Sink: 0.50 ns
• quantity of gates resized following cts: 0
• Post-CTS Setup Repair Bufs: 0
• TritonCTS clock tree: built
• buffer levels on the longest clock path: 2

### Outcome
• result of the run: finished clean

### Routing
• total via count in the routed design: 2642
• final wirelength: 7310 um
• # DRC: 0
• number of detailed-route iterations in the first pass: 4
• detailed-route vias per instance: 4.78
• total inserted antenna cells: 0
• Antenna Violating Nets Remaining: 0
• DRT iter0 DRCs: 37
• routed length per instance: 13.2 um

### Final timing
• cycle use final: 64.4%
• setup slack of the critical path after layout: 3.60 ns
• Min Clock Period, post-route: 6.50 ns
• RSZ-0062 raised after global routing: false
• transition time of the tightest slew-check pin: 0.649 ns
• number of failing setup endpoints in the final timing report: 0
• Setup Skew: 0.00935 ns
• final number of max-transition violations: 0
• max frequency: 154 MHz
• Setup TNS Final: 0 ns
• Fin. Hold Viols: 0
• worst slew margin relative to its limit: 56.8%

### Global route
• maximum number of pins on one net before global-route repair: 56
• global-route wire length before repair: 12600 um
• via count of the first global-routing pass: 2724
• Most Used Layer, Global Route: met1
• All-Layer GR Usage: 16.9%
• antenna violations before repair: 0
• GRT Residual Overflow: 0
• GR Util met1: 26.6%
• M3 GR Usage: 4.59%
• met2 usage in global routing: 26.2%

### Synthesis
• area share of the leading cell type in the synthesized netlist: 65.5%
• largest non-sequential cell family by area: adder cells
• FF+latch count, synth: 132
• portion of the post-synthesis area used by sequential elements: 65.5%
• count of different cell masters after synthesis: 38
• chip area line of the yosys report: 5050 sq um
• warnings from Yosys: 3
• AND/OR/NAND/NOR Cells, Area Fraction: 4.34%
• count of library flops with an enable pin: 0
• total cells reported by yosys after synthesis: 337
• compound-cell area share of the yosys netlist: 6.62%
• xor-xnor portion of the synthesized cell area: 3.82%
• FFs w/ async S/R, synth: 100%
• Post-synth mux share: 0%
• share of synthesized cell area in full adder, half adder and majority cells: 17.5%
• top cell type by total area after synthesis: dfrtp_1
• per-instance average area after synthesis: 15.0 sq um
• dominant register cell: dfrtp_1
• top post-synthesis cells by count: 132 x dfrtp_1, 32 x ha_1, 31 x inv_1, 24 x fa_1, 19 x nand2_1
• number of instances in the synthesized netlist: 337
• Largest cells by area: dfrtp_1 65%, fa_1 9.5%, ha_1 7.9%
• cell area after synthesis: 5050 sq um
• top-count cell post-synth: dfrtp_1

### Placement
• HPWL reported at the end of detailed placement: 5020 um
• final weighted congestion in routability-driven placement: 0.791
• minimum setup slack after placement: 3.63 ns
• IO buf count: 51
• number of placed instances with taps included: 523

### Floorplan
• effective utilization at floorplan: 51.6%
• Cell Rows: 36
• Chip Height: 102 um
• number of primary I/O pins: 52
• total die size: 10500 sq um
• horizontal die dimension: 102 um
• placeable core region: 9770 sq um

### Finish
• number of cells in the finished layout apart from fillers: 553
• synthesis-to-finish area growth: 27.0%
• combinational gate area: 1630 sq um
• area occupied by registers: 3300 sq um
• filler cell count: 696
• fraction of final layout cells sized beyond drive strength 1: 9.29%

### Worst setup path
• reg2reg end: u_rca16.sum_out[15]
• sort of element at the start of the critical path: flop
• endpoint type of the worst setup path: flop
• r2r setup slk: 3.60 ns
• data required time at the worst endpoint: 10.54 ns
• CP Max Fanout: 2
• class of the most critical setup path: reg -> reg
• length in cells of the worst reg-to-reg path: 22
• WP data arrival: 6.94 ns
• r2r startpoint: a_reg[0]

### Flow run
• max-cap violation count: 0
• tool warnings: 25

### Hold path
• Hold Path End: b_reg_d2[5]
• number of cells on the worst hold path: 0
• class of the worst hold path: reg -> reg
• Hold Crit Start: b_reg_d[5]

==> critical path: stages (launching register included) <==
cell,delay [ns]
dfrtp_1,0.37
inv_1,0.07
fa_1,0.21
fa_1,0.18
inv_1,0.05
fa_1,0.39
fa_1,0.40
fa_1,0.42
fa_1,0.40
fa_1,0.38
fa_1,0.42
fa_1,0.38
inv_1,0.07
fa_1,0.15
inv_1,0.05
fa_1,0.39
fa_1,0.42
fa_1,0.40
fa_1,0.40
fa_1,0.36
inv_1,0.07
fa_1,0.40
inv_1,0.06
==> cells by family (layout without fill, tap and decap cells) <==
| family | count (synthesis) | count (layout) |
|---|---|---|
| xor gates and xnor gates | 22 | 22 |
| DFF | 132 | 132 |
| and+or+nand+nor | 48 | 48 |
| adders and majority gates | 56 | 56 |
| buffers and inverters | 31 | 114 |
| AOI/OAI and AO/OA | 48 | 48 |
==> worst max-delay path by stage <==
stage / to / cells after the start / from
after global routing: u_rca16.sum_out[15] / 22 / a_reg[0]
after CTS: u_rca16.sum_out[15] / 22 / a_reg[0]
final: u_rca16.sum_out[15] / 22 / a_reg[0]
==> final cells by class <==
| cell class | instances | area share, % |
|---|---|---|
| Inverter | 31 | 1.82 |
| Multi-Input combinational cell | 174 | 25.4 |
| Clock buffer | 18 | 6.52 |
| Tap cell | 133 | 2.60 |
| Timing Repair Buffer | 53 | 8.16 |
| Clock inverter | 12 | 3.95 |
| Sequential cell | 132 | 51.6 |
==> layout by cell type (no fill, tap or decap), types with 5 or more instances in the layout <==
cell type / Yosys / final
a21o_1: 9 / 9
nor2_1: 13 / 13
bufinv_16: 0 / 7
xnor2_1: 9 / 9
fa_1: 24 / 24
xor2_1: 13 / 13
ha_1: 32 / 32
nand2_1: 19 / 19
clkbuf_16: 0 / 16
clkdlybuf4s50_1: 0 / 50
a21oi_1: 12 / 12
o21ai_0: 5 / 5
inv_1: 31 / 31
dfrtp_1: 132 / 132
==> per-layer routing <==
layer / share of wire [%] / wire, um
met3: 4.5 / 327
met2: 49 / 3610
met5: 0 / 0
met1: 44 / 3250
met4: 1.7 / 121
==> power groups by stage <==
stage	sequential, mW	combinational, mW	clock (mW)
after CTS	0.671	0.412	0.703
after global routing	0.681	0.467	0.729
final	0.669	0.404	0.690
==> per-stage QoR <==
step | utilization (%) | hold slack (ns) | power, mW | instance area (sq um)
after floorplan | - | 0.331 | 0.923 | 5050
after global placement | 58.7 | 0.333 | 1.08 | 5740
after detailed placement | 58.7 | 0.335 | 1.08 | 5740
after global routing | 65.5 | 0.353 | 1.88 | 6410
after CTS | 65.5 | 0.349 | 1.79 | 6410
final | 65.5 | 0.348 | 1.76 | 6410
Power is estimated from default activity; no workload was simulated.
