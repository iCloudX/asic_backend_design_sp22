==> design.v <==
module carry_lookahead_adder (
    clk      ,
    rst_n    ,
    a_in     ,
    b_in     ,
    carry_in ,
    sum_out  ,
    carry_out
);
  input         clk       ;
  input         rst_n     ;
  input  [15:0] a_in      ;
  input  [15:0] b_in      ;
  input         carry_in  ;
  output [15:0] sum_out   ;
  output        carry_out ;
  reg [15:0] a_reg;
  reg [15:0] b_reg;
  reg        c_in_reg;
  reg [15:0] sum_reg;
  reg        c_out_reg;
  wire [3:0] pg;
  wire [3:0] gg;
  wire [3:0] carry_gen;
  wire [15:0] sum;
  always @(posedge clk or negedge rst_n)
  begin
    if (!rst_n) begin
      a_reg <= 16'd0;
      b_reg <= 16'd0;
      c_in_reg <= 1'b0;
    end
    else begin
      a_reg <= #0.1 a_in;
      b_reg <= #0.1 b_in;
      c_in_reg <= #0.1 carry_in;
    end
  end
  cla_4bit u0_cla_4bit(.a_in(a_reg[ 3: 0]), .b_in(b_reg[ 3: 0]), .carry_in(c_in_reg    ), .pg_out(pg[0]), .gg_out(gg[0]), .sum_out(sum[ 3: 0]), .carry_out());
  cla_4bit u1_cla_4bit(.a_in(a_reg[ 7: 4]), .b_in(b_reg[ 7: 4]), .carry_in(carry_gen[0]), .pg_out(pg[1]), .gg_out(gg[1]), .sum_out(sum[ 7: 4]), .carry_out());
  cla_4bit u2_cla_4bit(.a_in(a_reg[11: 8]), .b_in(b_reg[11: 8]), .carry_in(carry_gen[1]), .pg_out(pg[2]), .gg_out(gg[2]), .sum_out(sum[11: 8]), .carry_out());
  cla_4bit u3_cla_4bit(.a_in(a_reg[15:12]), .b_in(b_reg[15:12]), .carry_in(carry_gen[2]), .pg_out(pg[3]), .gg_out(gg[3]), .sum_out(sum[15:12]), .carry_out());
  cla_logic u4_cla_logic(.p(pg), .g(gg), .c_in(c_in_reg), .pg(), .gg(), .c_out(carry_gen));
  always @(posedge clk or negedge rst_n)
  begin
    if (!rst_n) begin
      sum_reg   <= 16'd0;
      c_out_reg <= 1'b0;
    end
    else begin
      sum_reg   <= #0.1 sum;
      c_out_reg <= #0.1 carry_gen[3];
    end
  end
  assign sum_out = sum_reg;
  assign carry_out = c_out_reg;
endmodule
module cla_4bit (
    a_in     ,
    b_in     ,
    carry_in ,
    pg_out   ,
    gg_out   ,
    sum_out  ,
    carry_out
);
  input  [3:0] a_in      ;
  input  [3:0] b_in      ;
  input        carry_in  ;
  output       pg_out    ;
  output       gg_out    ;
  output [3:0] sum_out   ;
  output       carry_out ;
  wire [3:0] p;
  wire [3:0] g;
  wire [3:0] carry_gen;
  assign p = a_in ^ b_in;
  assign g = a_in & b_in;
  cla_logic u4_cla_logic_bit(.p(p), .g(g), .c_in(carry_in), .pg(pg_out), .gg(gg_out), .c_out(carry_gen));
  assign sum_out[0]  = p[0] ^ carry_in;
  assign sum_out[1]  = p[1] ^ carry_gen[0];
  assign sum_out[2]  = p[2] ^ carry_gen[1];
  assign sum_out[3]  = p[3] ^ carry_gen[2];
  assign carry_out = carry_gen[3];
endmodule
module cla_logic (
    p        ,
    g        ,
    c_in     ,
    pg       ,
    gg       ,
    c_out
);
  input  [3:0] p    ;
  input  [3:0] g    ;
  input        c_in ;
  output       pg   ;
  output       gg   ;
  output [3:0] c_out;
  assign pg = &p;
  assign gg = g[3] | (p[3] & g[2]) | (p[3] & p[2] & g[1]) | (p[3] & p[2] & p[1] & g[0]);
  assign c_out[0]    = g[0] | (p[0] & c_in);
  assign c_out[1]    = g[1] | (p[1] & g[0]) | (p[1] & p[0] & c_in);
  assign c_out[2]    = g[2] | (p[2] & g[1]) | (p[2] & p[1] & g[0]) | (p[2] & p[1] & p[0] & c_in);
  assign c_out[3]    = g[3] | (p[3] & g[2]) | (p[3] & p[2] & g[1]) | (p[3] & p[2] & p[1] & g[0]) | (p[3] & p[2] & p[1] & p[0] & c_in);
endmodule
==> run.sh <==
#!/bin/bash
# OpenROAD 26Q1-2900-gdf79404cd8, Yosys 0.63+post, stock flow scripts
make -C /OpenROAD-flow-scripts/flow DESIGN_CONFIG=/design/flow/config.mk WORK_HOME=/design/flow/orfs finish
==> config.mk <==
export PLATFORM = sky130hd
export DESIGN_NAME = carry_lookahead_adder
export DESIGN_NICKNAME = carry_lookahead_adder
export VERILOG_FILES = /design/flow/design.v
export SDC_FILE = /design/flow/constraint.sdc
export NUM_CORES = 4
export LEC_CHECK = 1
export CORE_UTILIZATION = 40
==> constraint.sdc <==
current_design carry_lookahead_adder

set clk_period 4.5
set clk_io_pct 0.2

create_clock -name clk0 -period $clk_period [get_ports {clk}]

set non_clock_inputs [all_inputs -no_clocks]
set_input_delay [expr $clk_period * $clk_io_pct] -clock clk0 $non_clock_inputs
set_output_delay [expr $clk_period * $clk_io_pct] -clock clk0 [all_outputs]
==> impl_metrics.tcl <==
# yosys + openroad results
set metrics [dict create \
    warnings 25 \
    tritoncts "built" \
    grt_pass1_wl_mm 5.24 \
    hp-class "reg -> reg" \
    antenna_found_initial 0 \
    aoi_share 0.0951 \
    timing.final.crit_share 0.489 \
    cts-root-buf "clkbuf_8" \
    synthArstFlopShare 1.00 \
    yosysSeqAreaShare 0.613 \
    syn-instance-count 156 \
    cp_num_buf_inv 1 \
    xor_area_frac 0.0429 \
    syn_area_sq_mm 0.00204 \
    grt_usage 0.130 \
    crit_top_cell "a21oi_1" \
    ys_area_sq_mm 0.00204 \
    grt_pass1_vias 1208 \
    cts_buffer_depth 2 \
    simple_gate_area_frac 0.0798 \
    synthTopLogicFamily "adder cells" \
    ys_sh_adder 0.137 \
    crit_start "a_reg[3]" \
    post_cts_buffers 0 \
    cp_slowest_stage_delay_ns 0.43 \
    num_rows 25 \
    dp.final_hpwl_mm 2.28 \
    finalMaxSlewViolations 0 \
    nFillCells 394 \
    p_clk_frac 0.245 \
    num_antenna_cells 0 \
    pin_count 52 \
    fp.coreArea_sq_mm 0.00482 \
    clkLatencyLatePin_ns 0.29 \
    holdPathStages 1 \
    area_delta_synth_final_pct 33.0 \
    yosys-stat-cells 156 \
    cp.required_ns 4.73 \
    r2r_start "a_reg[3]" \
    p_sw_frac 0.222 \
    setup_slack_ns 2.30 \
    p_leak_nw 1.21 \
    outcome "finished clean" \
    switchingPower_mw 0.206 \
    synth-main-ff-cell "dfrtp_1" \
    post_cts_resized 0 \
    clk_pin_slew_ns 0.08 \
    ys.warnings.count 1 \
    worstPathMaxFanout 5 \
    finalSetupViolations 0 \
    mux_share 0 \
    num_vias 1287 \
    post_drt_wl_per_cell_um 10.8 \
    drtIter0Drc 79 \
    reg2reg_depth 8 \
    hold_end "sum_reg[4]" \
    dr.pass1.iters 4 \
    via_per_inst 4.56 \
    cts_buffers 5 \
    critPathKind "reg -> reg" \
    slew_headroom 0.612 \
    numSynthFlops 50 \
    synth_cell_types 34 \
    slowest_stage "fa_1" \
    drc 0 \
    edf_count 0 \
    hold_violations 0 \
    rrSetupSlack_ns 2.30 \
    avgSynthCellArea_sq_um 13.1 \
    tightest_slew_ns 0.581 \
    cp-end-kind "register" \
    r2r_end "sum_reg[8]" \
    chip_area_sq_mm 0.00539 \
    wl_mm 3.05 \
    globalplace.congestion 0.817 \
    die_y_um 73.4 \
    cp_top_family "adder cells" \
    fmax_mhz 455 \
    ant_nets 0 \
    cap_viol_max_count 0 \
    htreeDepth 2 \
    hp-start "a_reg[4]" \
    min_period_ns 2.20 \
    grt_max_degree 51 \
    drive_gt1_frac 0.0744 \
    cts_sinks 50 \
    skew_ns 0.00319 \
    crit_arrival_ns 2.43 \
    worst_ir_drop_vdd_uv 198 \
    grt-ovfl-total 0 \
    worstPathCellList "ha_1, a21oi_1, nand2_1, o21ai_0, o211ai_1, a21oi_1, fa_1, inv_1" \
    dp_slack_ns 2.33 \
    cp-start-kind "register" \
    tns_ns 0 \
    hold_buffers 0 \
    initial_core_util 0.423 \
    hold_ws_ns 0.576 \
    p_per_area_mw_per_mm2 343 \
    p_comb_frac 0.209 \
    internal-power_mw 0.724 \
    seqPwrFrac 0.546 \
    die_x_um 73.4 \
    rsz0062_at_grt "false" \
    portBuffers 51 \
]
layout by cell type, fill, tap and decap left out, drive strengths merged:
cell / instances
inv: 17
xor2: 2
nor3: 1
nor4: 1
nand4: 1
a221o: 1
a211o: 1
nand3: 10
o31ai: 1
a211oi: 1
buf: 2
nor2: 9
fa: 4
or2: 1
dfrtp: 50
a31oi: 1
clkdlybuf4s50: 50
nand2: 4
or3: 1
o21ai: 5
clkbuf: 7
a21o: 1
xnor2: 8
a21oi: 11
and3: 2
o31a: 1
nor2b: 2
ha: 16
o21a: 2
o211ai: 2
layer usage:
| metal | global-route usage | wire length (um) |
|---|---|---|
| met4 | 0.0192 | 42 |
| met5 | 0 | 0 |
| met3 | 0.0291 | 156 |
| met2 | 0.197 | 1390 |
| met1 | 0.207 | 1460 |
stage by stage:
stage | utilization | power, mW | cells | area (sq um)
2_1_floorplan | - | 0.597 | 156 | 2040
3_3_place_gp | 0.547 | 0.712 | 275 | 2640
3_5_place_dp | 0.547 | 0.714 | 275 | 2640
4_1_cts | 0.563 | 0.947 | 282 | 2710
5_1_grt | 0.563 | 0.998 | 282 | 2710
6_report | 0.563 | 0.931 | 282 | 2710
how the worst max path moves through the flow:
stage,cells past startpoint,slack [ns],to
final,8,2.30,sum_reg[8]
after CTS,8,2.30,sum_reg[8]
after global routing,8,2.10,sum_reg[8]
synthesized netlist by cell type, types with 2 or more instances:
cell type,count,area (sq um)
o21ai_0,4,20.0
dfrtp_1,50,1250
nor2_1,8,30.0
a21oi_1,10,50.1
ha_1,16,200
o21a_1,2,15.0
fa_1,4,80.1
xor2_1,2,17.5
xnor2_1,8,70.1
nor2b_1,2,12.5
inv_1,16,60.1
nand3_1,9,45.0
nand2_1,4,15.0
power groups by stage:
stage	sequential (mW)	clock, mW	combinational (mW)
6_report	0.508	0.228	0.195
4_1_cts	0.509	0.241	0.198
5_1_grt	0.513	0.265	0.220
final cells by class:
cell class              count  area (sq um)  area share
clock buffers               7          76.3      0.0281
inverters                  17          63.8      0.0235
multi-input cells          89           724       0.267
flip-flops and latches     50          1250       0.461
well taps                  67          83.8      0.0309
repair buffers             52           513       0.189
worst reg2reg max path, delay by kind of cell, from the launching register on:
family	cells	cell delay [ns]
adder cells (fa/ha/maj)	2	0.78
flip-flops	1	0.37
AND/OR/NAND/NOR	1	0.16
buffers and inverters	1	0.06
AND-OR/OR-AND	4	0.78
kinds of logic after synthesis:
group	count (synthesis)
AND-OR/OR-AND	27
XOR/XNOR	10
adder cells (fa/ha/maj)	20
buffers and inverters	17
flip-flops	50
AND/OR/NAND/NOR	32
Power is estimated from default activity; no workload was simulated.
