**/design/flow/config.mk**
```make
export PLATFORM = sky130hd
export DESIGN_NAME = ripple_carry_adder
export DESIGN_NICKNAME = ripple_carry_adder
export VERILOG_FILES = /design/flow/design.v
export SDC_FILE = /design/flow/constraint.sdc
export NUM_CORES = 4
export LEC_CHECK = 1
export CORE_UTILIZATION = 30
```
**/design/flow/design.v**
```verilog
module full_adder (
    a,
    b,
    c_in,
    sum,
    c_out
);
  input a;
  input b;
  input c_in;
  output sum;
  output c_out;
  assign sum = a ^ b ^ c_in;
  assign c_out = (a & b) | (c_in & (a ^ b));
endmodule
module ripple_carry_adder (
    clk      ,
    rst_n    ,
    a_in     ,
    b_in     ,
    carry_in ,
    sum_out  ,
    carry_out
);
  input         clk       ;
  input         rst_n     ;
  input  [15:0] a_in      ;
  input  [15:0] b_in      ;
  input         carry_in  ;
  output [15:0] sum_out   ;
  output        carry_out ;
  reg [15:0] a_reg;
  reg [15:0] b_reg;
  reg        c_in_reg;
  reg [15:0] sum_reg;
  reg        c_out_reg;
  wire [15:0] carry;
  wire [15:0] sum;
  always @(posedge clk or negedge rst_n)
  begin
    if (!rst_n) begin
      a_reg <= 16'd0;
      b_reg <= 16'd0;
      c_in_reg <= 1'b0;
    end
    else begin
      a_reg <= #0.1 a_in;
      b_reg <= #0.1 b_in;
      c_in_reg <= #0.1 carry_in;
    end
  end
  full_adder u0 (.a(a_reg[0]),  .b(b_reg[0]),  .c_in(c_in_reg),  .sum(sum[0]),  .c_out(carry[0]));
  full_adder u1 (.a(a_reg[1]),  .b(b_reg[1]),  .c_in(carry[0]),  .sum(sum[1]),  .c_out(carry[1]));
  full_adder u2 (.a(a_reg[2]),  .b(b_reg[2]),  .c_in(carry[1]),  .sum(sum[2]),  .c_out(carry[2]));
  full_adder u3 (.a(a_reg[3]),  .b(b_reg[3]),  .c_in(carry[2]),  .sum(sum[3]),  .c_out(carry[3]));
  full_adder u4 (.a(a_reg[4]),  .b(b_reg[4]),  .c_in(carry[3]),  .sum(sum[4]),  .c_out(carry[4]));
  full_adder u5 (.a(a_reg[5]),  .b(b_reg[5]),  .c_in(carry[4]),  .sum(sum[5]),  .c_out(carry[5]));
  full_adder u6 (.a(a_reg[6]),  .b(b_reg[6]),  .c_in(carry[5]),  .sum(sum[6]),  .c_out(carry[6]));
  full_adder u7 (.a(a_reg[7]),  .b(b_reg[7]),  .c_in(carry[6]),  .sum(sum[7]),  .c_out(carry[7]));
  full_adder u8 (.a(a_reg[8]),  .b(b_reg[8]),  .c_in(carry[7]),  .sum(sum[8]),  .c_out(carry[8]));
  full_adder u9 (.a(a_reg[9]),  .b(b_reg[9]),  .c_in(carry[8]),  .sum(sum[9]),  .c_out(carry[9]));
  full_adder u10(.a(a_reg[10]), .b(b_reg[10]), .c_in(carry[9]),  .sum(sum[10]), .c_out(carry[10]));
  full_adder u11(.a(a_reg[11]), .b(b_reg[11]), .c_in(carry[10]), .sum(sum[11]), .c_out(carry[11]));
  full_adder u12(.a(a_reg[12]), .b(b_reg[12]), .c_in(carry[11]), .sum(sum[12]), .c_out(carry[12]));
  full_adder u13(.a(a_reg[13]), .b(b_reg[13]), .c_in(carry[12]), .sum(sum[13]), .c_out(carry[13]));
  full_adder u14(.a(a_reg[14]), .b(b_reg[14]), .c_in(carry[13]), .sum(sum[14]), .c_out(carry[14]));
  full_adder u15(.a(a_reg[15]), .b(b_reg[15]), .c_in(carry[14]), .sum(sum[15]), .c_out(carry[15]));
  always @(posedge clk or negedge rst_n)
  begin
    if (!rst_n) begin
      sum_reg   <= 16'd0;
      c_out_reg <= 1'd0;
    end
    else begin
      sum_reg   <= #0.1 sum;
      c_out_reg <= #0.1 carry[15];
    end
  end
  assign sum_out = sum_reg;
  assign carry_out = c_out_reg;
endmodule
```
**/design/flow/constraint.sdc**
```tcl
current_design ripple_carry_adder

set clk_period 8.1
set clk_io_pct 0.2

create_clock -name clk0 -period $clk_period [get_ports {clk}]

set non_clock_inputs [all_inputs -no_clocks]
set_input_delay [expr $clk_period * $clk_io_pct] -clock clk0 $non_clock_inputs
set_output_delay [expr $clk_period * $clk_io_pct] -clock clk0 [all_outputs]
```
**/design/flow/run.sh**
```bash
#!/bin/bash
# OpenROAD 26Q1-2900-gdf79404cd8, Yosys 0.63+post, stock flow scripts
make -C /OpenROAD-flow-scripts/flow DESIGN_CONFIG=/design/flow/config.mk WORK_HOME=/design/flow/orfs finish
```
==> GITHUB_STEP_SUMMARY <==
### Flow metrics

| Metric | Value |
|---|---|
| Setup total negative slack | `0 ns` |
| Largest cells by area | `dfrtp_1, fa_1, inv_1` |
| Registers, synthesis | `50` |
| H-tree levels | `2` |
| Post-synth top cells | `dfrtp_1, inv_1, fa_1` |
| Sink Count | `50` |
| # diodes | `0` |
| CTS tree | `built` |
| Crit. End Element | `flip-flop` |
| Die height | `75.9 microns` |
| # Cells Yosys | `84` |
| Max_cap viols | `0` |
| ANT nets after route | `0` |
| Hold_buf cts | `0` |
| Placeable Area | `0.00517 sq mm` |
| CP Launch Type | `flip-flop` |
| CP arrival | `6.61 ns` |
| Part of the power in registers | `0.578` |
| Comb power frac | `0.140` |
| Final hold viol count | `0` |
| FP Util | `0.317` |
| Main synth FF type | `dfrtp_1` |
| Crit path cell chain | `inv_1, fa_1, fa_1, inv_1, fa_1, fa_1, fa_1, fa_1, fa_1, fa_1, fa_1, inv_1, fa_1, inv_1, fa_1, fa_1, fa_1, fa_1, fa_1, inv_1, fa_1, inv_1` |
| Internal | `0.000383 W` |
| Late-Pin Clk Latency | `0.30 ns` |
| Max-slew violation count | `0` |
| Worst vdd ir | `67.1 uV` |
| Status | `complete, no violations` |
| HP Class | `flip-flop to flip-flop` |
| Placed cell area | `0.00224 sq mm` |
| Net Sw Frac | `0.212` |
| Leakage | `1.04 nW` |
| GP Congestion | `0.723` |
| Root Driver | `clkbuf_8` |
| Post-Syn Instances | `84` |
| Drt via density | `3.62` |
| Ao+oa area frac | `0` |
| Period utilization | `0.787` |
| Relative slew slack | `0.604` |
| First-pass GRT wire length | `3800 microns` |
| Worst path max stage delay | `0.40 ns` |
| Max Root-Sink Buffers | `2` |
| XOR Share, Synth | `0` |
| Max FO, Critical Path | `1` |
| Largest logic family | `adder cells` |
| Initial antenna violation count | `0` |
| Cts repair resizes | `0` |
| OpenROAD warning count | `25` |
| CTS Buf Count | `5` |
| Cell Pwr Density | `209 mW/mm^2` |
| Ys async rst share | `1.00` |
| Worst path most repeated cell | `fa_1` |
| Worst-path clk slew | `0.08 ns` |
| Setup Skew | `0.00863 ns` |
| Slowest-stage cell, CP | `fa_1` |
| Initial drt markers | `28` |
| Fraction of layout instances using a drive strength above 1 | `0.0694` |
| YS chip area | `0.00164 sq mm` |
| Distinct cells, synth | `3` |
| Final-layout fill cell count | `435` |
| Mux frac, synth | `0` |
| Peak Freq | `0.157 GHz` |
| Gr usage total | `0.0889` |
| Pre-antenna DRT Iters | `3` |
| CP Class | `flip-flop to flip-flop` |
| Min cycle time layout | `6.38 ns` |
| Slew @ Worst Pin | `0.594 ns` |
| Sw power | `0.000103 W` |
| Largest net degree at the start of global routing | `51` |
| Routed wire per std cell | `10.1 microns` |
| Cell area after layout | `0.00233 sq mm` |
| Sequential area share after synthesis | `0.763` |
| Number of setup buffers added after CTS | `0` |
| Synthesized area | `0.00164 sq mm` |
| Crit path DRT | `8.34 ns` |
| Number of setup violations in the final report | `0` |
| Yosys adder share | `0.195` |
| Rows | `26` |
| Synth Warn # | `1` |
| Syn_area_per_cell | `19.5 sq um` |
| Basic Gates by Area | `0` |
| Most numerous cell in the Yosys netlist | `dfrtp_1` |
| Largest area contributor in the netlist | `dfrtp_1` |
| Layout area overhead | `42.1%` |
| Flip-flops with a built-in enable | `0` |
| DIE WIDTH | `75.9 microns` |
| Dpl hpwl | `1620 microns` |
| Clock share of power | `0.282` |
| DR DRC count | `0` |
| Vias in the first global route | `800` |
| Routed vias | `775` |
| Total Wirelength | `2160 microns` |
| Max-area cell share | `0.763` |
| Total grt overflow | `0` |
| I/O pin count | `52` |
| Port bufs | `51` |
| RSZ-0062 raised after global routing | `no` |
| Area of the die | `0.00576 sq mm` |
## power by group through the flow
stage / Combinational (W) / Clock [W] / Sequential [W]
final: 0.0000678 / 0.000137 / 0.000281
after CTS: 0.0000700 / 0.000144 / 0.000281
after global routing: 0.0000768 / 0.000156 / 0.000284
## stage by stage
stage / util / total power, W / setup WS [ns] / instances / hold WS, ns
floorplan: - / 0.000297 / 2.01 / 84 / 0.512
global placement: 0.433 / 0.000354 / 1.73 / 206 / 0.515
detailed placement: 0.433 / 0.000356 / 1.69 / 206 / 0.522
CTS: 0.450 / 0.000496 / 1.66 / 214 / 0.542
global route: 0.450 / 0.000517 / 1.39 / 214 / 0.558
finish: 0.450 / 0.000486 / 1.72 / 214 / 0.536
## per-layer routing
metal  track usage  part of all wire  vias to the layer above
li1              -                 -                      353
met1         0.129              0.40                      367
met2         0.115              0.40                       49
met3        0.0649              0.18                        6
met4        0.0135             0.024                        0
met5             0                 0                        -
## kinds of logic after synthesis
group	after synthesis
fa+ha+maj	16
buf+inv	18
flops	50
## layout by cell type (no fill, tap or decap), drive strengths merged
master         Yosys  layout
inv               18      18
clkbuf             0       5
dfrtp             50      50
fa                16      16
clkinv             0       2
clkinvlp           0       1
buf                0       2
clkdlybuf4s50      0      50
## path summary, 6_finish.rpt
check,from,end,slack (ns),cells past startpoint
max in group asynchronous,rst_n,b_reg[1],6.29,2
worst min-delay path,a_reg[10],sum_reg[10],0.54,1
worst max register to register,c_in_reg,sum_reg[15],1.72,22
worst max-delay path,c_in_reg,sum_reg[15],1.72,22
min in group asynchronous,rst_n,sum_reg[6],1.40,2
worst min register to register,a_reg[10],sum_reg[10],0.54,1
## cell type report
type | count | area, sq um | area share
Inverter | 18 | 67.6 | 0.0290
Timing Repair Buffer | 52 | 513 | 0.220
Clock buffer | 5 | 68.8 | 0.0295
Multi-Input combinational cell | 16 | 320 | 0.137
Tap cell | 70 | 87.6 | 0.0376
Clock inverter | 3 | 21.3 | 0.00913
Sequential cell | 50 | 1250 | 0.537
## worst max-delay path, delay by kind of cell, from the launching register on
family                   cells  cell delay (ns)
adder cells (fa/ha/maj)     16             5.57
buffers and inverters        6             0.40
flip-flops                   1             0.37
No activity file was given, so power comes from the tool's default toggle rates.
